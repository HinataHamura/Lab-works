### design/flow/design.v
module addOne (
    input wire [6:0] I,
    output wire [6:0] O
);
assign O = I + 1;
endmodule
module counter (
    input wire CLK,
    input wire Reset,
    output wire [6:0] q
);
    wire [6:0] d_temp, q_temp;
    register register_circuit1 (CLK, Reset, d_temp, q_temp);
    addOne adder_circuit1 (q_temp, d_temp);
    assign q = q_temp;
endmodule
module register
(
	input wire clk,
	input wire reset,
	input wire [6:0] d,
	output wire [6:0] q
);
reg [6:0] q_reg ;
wire [6:0] q_next ;
always @(posedge clk, posedge reset)
begin
	if (reset)
    	q_reg <= 7'b0000_000;
	else
    	q_reg <= q_next;   
end
assign q_next = d;
assign q = q_reg;
endmodule
### design/flow/run.sh
#!/bin/bash
# OpenROAD 26Q1-2900-gdf79404cd8, Yosys 0.63+post, stock flow scripts
make -C /OpenROAD-flow-scripts/flow DESIGN_CONFIG=/design/flow/config.mk WORK_HOME=/design/flow/orfs finish
### design/flow/config.mk
export PLATFORM = sky130hd
export DESIGN_NAME = counter
export DESIGN_NICKNAME = counter
export VERILOG_FILES = /design/flow/design.v
export SDC_FILE = /design/flow/constraint.sdc
export NUM_CORES = 4
export LEC_CHECK = 1
export CORE_AREA = 10 10 70 70
export DIE_AREA = 0 0 80 80
### design/flow/constraint.sdc
current_design counter

set clk_period 1.3
set clk_io_pct 0.2

create_clock -name clk0 -period $clk_period [get_ports {CLK}]

set non_clock_inputs [all_inputs -no_clocks]
set_input_delay [expr $clk_period * $clk_io_pct] -clock clk0 $non_clock_inputs
set_output_delay [expr $clk_period * $clk_io_pct] -clock clk0 [all_outputs]
==> results.txt <==
Results of the run.

The layout summary lists the proportion of cells stronger than drive strength 1 as 25.6%. The post-synthesis sequential element count is 7. The iteration count recorded for the first detailed-route pass is 2. The count of cell types in the netlist is 7.

The vertical extent of the die is 80 µm. Measured against its own limit, the worst slew margin works out to 81.1%. The clock drives 7 sinks. The kind of path behind the tightest hold check is in2async. The count of nets left with antenna violations after detail routing is 0. The number of antenna diodes is 0.

The cell with the biggest individual delay on the critical path is sky130_fd_sc_hd__dfrtp_1. The post-synthesis instance area is 265 µm². The script logs the ratio of routed vias to standard cells as 2.45.

The register with the most flip-flops in the layout has 7 of them. Per the log, the first TritonRoute iteration ended with a DRC count of 7. The endpoint required time on the critical path is 1.04 ns. Setup repair after global routing left no endpoint under its margin. The aggregate negative setup slack is 0 ns. Along the critical path, the tally of buffer and inverter instances is 1. The routed wire length is 681 µm. The cell count after placement is 75.

The x dimension of the die is 80 µm. The clock latency of the later-clocked register in the worst-skew pair is 0.25 ns. Looking at area per cell type in the netlist, the leader is sky130_fd_sc_hd__dfrtp_1. Across every metal layer, demand over resource in global routing totals 2.12%. The area overhead of the layout relative to synthesis is 78.3%.

The mean cell area of the mapped netlist is 13.3 µm². The highest ir drop seen on vdd is 0.120 mV. The detailed placer's ending HPWL is 523 µm. The number of synthesis warnings is 1.

The initial antenna violation count is 0. The report lists the cells along the critical path as dlygate4sd2_1. The report puts the hold buffer count at CTS at 0. In the layout the commonest cells are sky130_fd_sc_hd__dlygate4sd2_1 (7), sky130_fd_sc_hd__buf_4 (7), sky130_fd_sc_hd__dfrtp_1 (7), sky130_fd_sc_hd__nand3_1 (4), sky130_fd_sc_hd__xnor2_1 (4).

In this run the maximum-capacitance check reported violations numbering 0. The maximum fanout along the worst path is 2. Summing the sequential cell areas from Yosys gives 66.0% of the chip area. According to the I/O placement log, the pin count is 9. The leakage component of the power was reported as 0.232 nW. The floorplan has 21 rows. The run finished with clean final reports.

The worst reg-to-reg setup slack is 0.24 ns. The detailed-route wire length per cell is 8.01 µm. CTS built an H-tree with a depth of 1. Logged for this run, the post-placement worst setup slack is 0.143 ns. Per the GRT congestion report, total overflow comes to 0. The chip area line in the Yosys stat output reads 265 µm². Per the synthesis report, the single largest cell type by area occupies 66.0% of cell area.

The total via count after detailed routing is 208. The count of unresolved DRC violations after routing is 0. The worst-margin pin slew is 0.283 ns. The number of hold-slack violations in the final timing report is 0. The worst path in the final design needs a cycle of 1.14 ns, including I/O delays and setup.

The first-pass GRT wire length is 1070 µm. The final weighted congestion of routability-driven global placement is 0.692. The count of placed standard cells in the final layout, fillers left out is 85.

The final cycle utilization of the critical path is 87.5%. Per the CTS log, the root buffer master is sky130_fd_sc_hd__clkbuf_4. The final worst hold slack is 0.252 ns. The maximum count of clock buffers along a single path is 2.

For reference, the clock transition at the flip-flops on the worst setup and hold paths is 0.05 ns. The critical path startpoint category is a register. Counting the buffers created by CTS gives 3. The family with the most delay on the worst path is flip-flops. The starting density of the core is 7.77%. The placement report lists the number of port buffers as 8. TritonCTS built the clock tree.

The final design utilization is 13.8%. The via count of the first global-routing pass is 221. The worst setup path is captured at an output pin. In this build the clock could be raised as far as 0.879 GHz.

The largest incremental delay on the critical path is 0.38 ns. The power density normalized to cell area is 887 mW/mm². The setup slack of the critical path after layout is 0.162 ns. Entering global routing, the biggest net connects 8 pins. The count of tool warnings is 25. For reference, the final report shows the max-slew violation count at 0.

Per the Yosys statistics, synthesis produced 20 cells. The category of the most critical setup path is reg2out. Yosys attributes the largest share of cell area to sky130_fd_sc_hd__dfrtp_1 (66%), sky130_fd_sc_hd__xnor2_1 (13%), sky130_fd_sc_hd__nand3_1 (7.5%), sky130_fd_sc_hd__ha_1 (4.7%), sky130_fd_sc_hd__xor2_1 (3.3%). The clock arrives with 0.000826 ns of skew.

Per the finish-stage timing summary, setup violations number 0. The post-synthesis instance total is 20. The area of the core is 0.00342 mm². The die area is 0.00640 mm².

For the worst setup path, the data arrival time is 0.88 ns.
-- cells in the mapped netlist, drive strengths merged --
cell type / n
xnor2: 4
nand3: 4
ha: 1
xor2: 1
inv: 2
dfrtp: 7
and3: 1
-- cell families (layout without fill, tap and decap cells) --
group | Yosys count | count (layout) | share of synthesized area (%)
fa+ha+maj | 1 | 1 | 4.72
buf+inv | 2 | 21 | 2.83
simple gates | 5 | 5 | 9.91
xor+xnor | 5 | 5 | 16.5
flops | 7 | 7 | 66.0
-- through the flow --
step,instance area (µm²),power (W)
final,473,0.000420
after global routing,473,0.000444
after CTS,473,0.000428
after detailed placement,410,0.000230
after global placement,410,0.000229
after floorplan,265,0.000225
-- final timing paths --
path                                            startpoint                          to  cells past startpoint
worst max register to register  register_circuit1.q_reg[0]  register_circuit1.q_reg[6]                      4
min in group clk0               register_circuit1.q_reg[0]  register_circuit1.q_reg[0]                      2
worst min-delay path                                 Reset  register_circuit1.q_reg[3]                      2
max in group asynchronous                            Reset  register_circuit1.q_reg[1]                      2
worst max-delay path            register_circuit1.q_reg[1]                        q[1]                      1
worst min register to register  register_circuit1.q_reg[0]  register_circuit1.q_reg[0]                      2
-- area by class of cell --
| type | instances | area [µm²] |
|---|---|---|
| inverter | 2 | 7.51 |
| tap | 46 | 57.6 |
| clock buffer | 4 | 26.3 |
| fill | 396 | 2940 |
| timing repair buffer | 15 | 124 |
| multi-input combinational | 11 | 82.6 |
| sequential | 7 | 175 |
-- what timing repair did --
action	4_1_cts	5_1_grt
setup endpoints to repair	7	0
buffers inserted	6	0
gates resized	7	0
-- report_power, final --
group | switching, W | internal, W | leakage [nW]
clock network | 0.0000771 | 0.000117 | 0.0150
registers | 0 | 0.000218 | 0.0880
logic | 0.00000461 | 0.00000281 | 0.129
-- metal layers --
layer | global-route usage (%) | wire [µm]
met4 | 0.704 | 4
met5 | 0 | 0
met2 | 2.41 | 263
met3 | 2.27 | 127
met1 | 2.49 | 285
Power is estimated from default activity; no workload was simulated.
