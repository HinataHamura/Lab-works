==> flow/design.v <==
module full_subtractor (
    input wire A,
    input wire B,
    input wire Bin,
    output wire D,
    output wire Bout
);
    assign D = A ^ B ^ Bin;
    assign Bout = (~A & B) | ((~(A ^ B)) & Bin);
endmodule
module subtractor_4bit (
    input wire [3:0] A,
    input wire [3:0] B,
    input wire Bin,
    output wire [3:0] D,
    output wire Bout
);
    wire b1, b2, b3;
    full_subtractor FS0 (A[0], B[0], Bin,  D[0], b1);
    full_subtractor FS1 (A[1], B[1], b1,   D[1], b2);
    full_subtractor FS2 (A[2], B[2], b2,   D[2], b3);
    full_subtractor FS3 (A[3], B[3], b3,   D[3], Bout);
endmodule
==> flow/run.sh <==
#!/bin/bash
# OpenROAD 26Q1-2900-gdf79404cd8, Yosys 0.63+post, stock flow scripts
make -C /OpenROAD-flow-scripts/flow DESIGN_CONFIG=/design/flow/config.mk WORK_HOME=/design/flow/orfs finish
==> flow/config.mk <==
export PLATFORM = sky130hd
export DESIGN_NAME = subtractor_4bit
export DESIGN_NICKNAME = subtractor_4bit
export VERILOG_FILES = /design/flow/design.v
export SDC_FILE = /design/flow/constraint.sdc
export NUM_CORES = 4
export LEC_CHECK = 1
export CORE_AREA = 10 10 70 70
export DIE_AREA = 0 0 80 80
==> flow/constraint.sdc <==
current_design subtractor_4bit

set clk_period 3.1
set clk_io_pct 0.2

create_clock -name clk0 -period $clk_period

set non_clock_inputs [all_inputs -no_clocks]
set_input_delay [expr $clk_period * $clk_io_pct] -clock clk0 $non_clock_inputs
set_output_delay [expr $clk_period * $clk_io_pct] -clock clk0 [all_outputs]
==> notes.md <==
run metrics: Top cell excl fill/tap=clkdlybuf4s50_1, Hold Violations, Final=0, relative slew slack=93.5%, Synth Cell Area=148 um^2, dpl cells=74, CP max stage cell=clkdlybuf4s50_1, worst min-delay path class=primary input to primary output, Mux area share=0%, min Tclk post-route=3000 ps, Tot Pwr=41.3 uW, Avg Cell Area, Syn=8.20 um^2, Core Rows=21, die height=~80 um, Yosys cell types=3, area reported by Yosys stat=148 um^2, metal3 WL=91 um, # fillers=403, port bufs=14, main logic family after synthesis=adder cells, initial antenna violation count=0, Layout clock buffers=0, CP peak stage delay=440 ps, Detail Route Antenna Nets=0, DIE AREA=6400 um^2, first-pass detailed-route iteration total=1, flip-flop and latch area=0 um^2, Core Util at FP=4.32%, total number of sequential cells=0, CP startpoint kind=primary input, # diodes=0, critical path endpoint category=primary output, Global Route Usage Sum=1.23%, MaxCap Viol Count=0, Starting DRT DRC Count=0, Final GP Congestion=0.748, Final setup viols=0, Tool Warnings=32, # Cells Yosys=18, Setup TNS=0 ps, post-synthesis cell count=18, io pins=14, warnings from Yosys=0, number of global-route vias before repair=about 130, Final Non-Filler Cells=74, CORE AREA=roughly 3400 um^2, Slew Limit Fails=0, Fmax=333 MHz, outcome=finished clean, post-DP HPWL=404 um, VDD IR max=0.0358 mV, commonest non-fill, non-tap cells in the layout=clkdlybuf4s50_1, inv_1, inv_2, Post-Place Worst Slack=-545 ps, XOR Share, Synth=0%, WL met1=233 um, WP data required=around 2500 ps, die width=approximately 80 um, hold_sp=B[3], Layout area overhead=116%, Critical Path Source=B[1], WL/cell=5.73 um, met2 wire len=approximately 99 um, CP Class=primary input to primary output, layout cells sized above 1=between 30% and 40%, cycle use final=a little over nine tenths, CP Max Fanout=1, WL final=424 um, and+or+nand+nor area frac=0%, Compound Share, Synth=0%, total congestion overflow=0, largest net degree at the start of global routing=2, critical path's most frequent cell=fa_2, Crit path arrival time=2380 ps, post-synthesis adder-cell area fraction=54.2%, setup slack after layout=99.7 ps, first-pass GRT wire length=621 um, cell leakage power=0.000143 uW, Post-synth seq share=0%, Via Count=128, Residual DRC=0, Power Dens Cells=129 nW/um^2, DR vias/cell=1.73, Critical Path, Cell by Cell=clkdlybuf4s50_1, fa_2, fa_2, inv_2, fa_2, buf_2, top sig layer=met3, Worst-Margin Slew=97.1 ps
==> final timing paths <==
kind | end | slack, ps | cells past startpoint
setup / recovery | D[3] | 100 | 6
hold / removal | D[3] | 1970 | 4
==> through the flow <==
step | instance area, um^2 | utilization, % | hold WS [ps]
after CTS | 317 | 9.27 | 1980
after floorplan | 148 | - | 1400
after detailed placement | 315 | 9.23 | 2310
after global placement | 315 | 9.23 | 2300
after global routing | 319 | 9.34 | 2030
final | 319 | 9.34 | 1970
==> routing by layer <==
metal / track usage (%) / vias to the layer above
li1: - / 60
met1: 2.20 / 54
met2: 1.12 / 14
met3: 0.682 / 0
met4: 0 / 0
met5: 0 / -
==> synthesized netlist by cell type <==
library cell,n,area share [%]
buf_4,4,20
fa_1,4,54
inv_1,10,25
==> logic make-up (layout without fill, tap and decap cells) <==
family / after synthesis / after routing
buffers and inverters: 14 / 24
adder cells (fa/ha/maj): 4 / 4
==> critical path: cells and delay by family <==
family,cells,cell delay [ps]
adders and majority gates,3,1130
buffers and inverters,3,620
==> cell type report <==
| type | count | area (um^2) | share of cell area, % |
|---|---|---|---|
| Tap cell | 46 | 57.6 | 18.0 |
| Timing Repair Buffer | 14 | 134 | 42.0 |
| Multi-Input combinational cell | 4 | 90.1 | 28.2 |
| Inverter | 10 | 37.5 | 11.8 |
==> power breakdown <==
group	switching (uW)	internal [uW]
clock network	0	0
registers	0	0
logic	13.7	27.6
==> what timing repair did <==
item,4_1_cts,5_1_grt
gates cloned,0,0
buffers inserted,0,0
hold buffers,0,0
endpoints found under the hold margin,0,0
gates resized,17,3
endpoints found under the setup margin,4,1
pin swaps,4,2
No activity file was given, so power comes from the tool's default toggle rates.
