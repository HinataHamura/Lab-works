--- config.mk ---
export PLATFORM = sky130hd
export DESIGN_NAME = down_counter_sync
export DESIGN_NICKNAME = down_counter_sync
export VERILOG_FILES = /design/flow/design.v
export SDC_FILE = /design/flow/constraint.sdc
export NUM_CORES = 4
export LEC_CHECK = 1
export CORE_AREA = 10 10 70 70
export DIE_AREA = 0 0 80 80
--- constraint.sdc ---
current_design down_counter_sync

set clk_period 1.3
set clk_io_pct 0.2

create_clock -name clk0 -period $clk_period [get_ports {clk}]

set non_clock_inputs [all_inputs -no_clocks]
set_input_delay [expr $clk_period * $clk_io_pct] -clock clk0 $non_clock_inputs
set_output_delay [expr $clk_period * $clk_io_pct] -clock clk0 [all_outputs]
--- design.v ---
module down_counter_sync (
    input wire clk,
    input wire reset,
    output reg [3:0] q
);
    reg [3:0] r_reg;      
    reg [3:0] r_next;     
    always @(posedge clk or posedge reset) begin
        if (reset)
            r_reg <= 4'b1111;        
        else
            r_reg <= r_next;         
    end
    always @(*) begin
        if (r_reg == 4'd0)
            r_next = 4'b1111;        
        else
            r_next = r_reg - 1;      
    end
    always @(*) begin
        q = r_reg;
    end
endmodule
--- run.sh ---
#!/bin/bash
# OpenROAD 26Q1-2900-gdf79404cd8, Yosys 0.63+post, stock flow scripts
make -C /OpenROAD-flow-scripts/flow DESIGN_CONFIG=/design/flow/config.mk WORK_HOME=/design/flow/orfs finish
==> flow_metrics.tcl <==
# metrics dict for downstream scripts
set metrics [dict create \
    antenna_cells_inserted 0 \
    synthesis.instances 16 \
    grtUsageTotal_pct 2.09 \
    power.switching_fraction_pct 20.0 \
    worst-slew-pin-transition_ns 0.163 \
    wire_per_inst_um 7.20 \
    p_comb_share_pct 1.9 \
    dpl.cell_count 69 \
    clock_sink_count 4 \
    stdcell_count 75 \
    clk_latency_ns 0.24 \
    dpl.hpwl_um 382 \
    site_rows 21 \
    final_util_pct 10.8 \
    ys.warnings.count 1 \
    yosys-stat-cells 16 \
    design.die.area_um2 6400 \
    final.setup.tns_ns 0 \
    timing_max_transition_violations_final 0 \
    via_count_of_the_first_global_routing_pass 169 \
    report.power.total_uw 290 \
    cell_internal_pwr_uw 232 \
    hold_buffers 0 \
    timing.hold.worst.class "in -> async" \
    clock_power_share_pct 54.7 \
    tritoncts "built" \
    area_growth_pct 99.3 \
    postSynthRegisterBits 4 \
    cts_inserted_buffers 3 \
    tool_warnings 25 \
    fillers 405 \
    postSynthAreaPerCell_um2 11.6 \
    dr.first_iter.drc_count 5 \
    h-tree-depth 1 \
    most_frequent_logic_cells_in_the_routed_design "sky130_fd_sc_hd__inv_1, sky130_fd_sc_hd__dlygate4sd2_1, sky130_fd_sc_hd__dfstp_2" \
    core_um2 3420 \
    totalWireLength_um 540 \
    timing.critical_path.from_type "flop" \
    multi_input_combinational_cell_area_um2 78.8 \
    timing.final.crit_period_ns 1.26 \
    yosys.cell_types.count 10 \
    grt_antenna_before_repair 0 \
    timing.clock.skew_ns 0.00383 \
    largest_register_ffs 4 \
    routability_driven_placement_congestion_ratio 0.625 \
    cts_root_buffer "sky130_fd_sc_hd__clkbuf_4" \
    vias 159 \
    grt_start_max_net_pins 5 \
    sequentialPowerShare_pct 43.4 \
    post-synth-top-area-cell "sky130_fd_sc_hd__dfstp_2" \
    setup-violations-final 0 \
    netSwitchingPower_uw 57.9 \
    fp_util_pct 5.42 \
    ys_seq_share_pct 56.8 \
    outcome "finished, final reports clean" \
    yosys_area_um2 185 \
    die_height_um 80 \
    total_leakage_power_nw 0.155 \
    drc 0 \
    post_synth_instance_area_um2 185 \
    hold_viol_final 0 \
    gr-total-overflow 0 \
    post_route_cells_drive_above_1_share_pct 55.2 \
    critical_path_class "reg -> reg" \
    crit_path_cell_trace "buf_6 -> or4b_4 -> o311a_1" \
    first_pass_iters 2 \
    maxCapViolCount 0 \
    grt_first_pass_wirelength_um 917 \
    worst_case_reg_to_reg_path_depth 3 \
    yosys-top-cells-area "sky130_fd_sc_hd__dfstp_2, sky130_fd_sc_hd__inv_1, sky130_fd_sc_hd__ha_1, sky130_fd_sc_hd__o311a_1, sky130_fd_sc_hd__or4b_1" \
    fmax_ghz 0.795 \
    final_min_period_over_clock_period_pct 96.8 \
    slew-limit-headroom_pct 89.0 \
    cpPeakStageDelay_ns 0.53 \
    worst_path_max_delay_cell "sky130_fd_sc_hd__dfstp_2" \
    floorplan.die.width_um 80 \
    worst_setup_hold_path_clk_slew_ns 0.04 \
    via_cell_ratio 2.12 \
    port_buffers 5 \
    holdWs_ns 0.419 \
    detail-route-antenna-nets 0 \
    crit_fanout 4 \
    ctsLongestPathBuffers 2 \
    power_density_nw_per_um2 786 \
    worst-endpoint-arrival_ns 1.42 \
    worst_setup_path_end_kind "flop" \
    worst_ep_required_time_ns 1.47 \
    vdd_drop_max_uv 103 \
    ioPinCount 6 \
    top_area_share_pct 56.8 \
    regArea_um2 105 \
]
## worst max-delay path, delay by kind of cell (launching register included)
family          cells  cell delay (ns)
buf+inv             1             0.10
compound gates      1             0.12
flops               1             0.53
simple gates        1             0.44
## cell families after synthesis
group,after synthesis,synth area share (%)
fa+ha+maj,1,6.76
flops,4,56.8
compound gates,2,8.11
buf+inv,4,8.11
xor+xnor,1,4.73
simple gates,4,15.5
## synth_stat cells, drive strengths merged
master,n
or2b,1
dfstp,4
nor2,1
o21ai,1
or4b,1
inv,4
nand2b,1
xor2,1
ha,1
o311a,1
## repair_timing
action                     CTS  global route
pin swaps                    0             1
gates resized                4             5
setup endpoints to repair    4             3
buffers inserted             3             0
## power groups by stage
stage / logic, mW / registers (mW) / clock network (mW)
4_1_cts: 0.00572 / 0.126 / 0.160
5_1_grt: 0.00613 / 0.126 / 0.180
6_report: 0.00552 / 0.126 / 0.159
## cell type report
cell class	instances	area share, %
flip-flops and latches	4	28.5
multi-input cells	8	21.4
inverters	4	4.07
well taps	46	15.6
repair buffers	10	24.4
clock buffers	3	6.10
## routing by layer
metal / wire length, um / vias to the layer above / part of all wire (%) / global-route usage (%)
li1: - / 77 / - / -
met1: 242 / 69 / 45 / 2.34
met2: 117 / 9 / 22 / 1.52
met3: 163 / 4 / 30 / 3.86
met4: 17 / 0 / 3.1 / 0.352
met5: 0 / - / 0 / 0
## metrics by stage
step / cell area [um^2] / setup WS [ns]
finish: 369 / 0.0418
CTS: 348 / 0.0317
global placement: 308 / -0.000636
detailed placement: 308 / 0.00346
floorplan: 185 / 0.127
global route: 369 / -0.00611
## worst paths after layout
path                                    startpoint                 end  slack (ns)
worst max-delay path            r_reg[3]$_DFF_PP1_  r_reg[3]$_DFF_PP1_        0.04
worst min-delay path                         reset  r_reg[3]$_DFF_PP1_        0.42
worst max register to register  r_reg[3]$_DFF_PP1_  r_reg[3]$_DFF_PP1_        0.04
worst min register to register  r_reg[0]$_DFF_PP1_  r_reg[0]$_DFF_PP1_        0.59
max in group asynchronous                    reset  r_reg[2]$_DFF_PP1_        0.86
min in group clk0               r_reg[0]$_DFF_PP1_  r_reg[0]$_DFF_PP1_        0.59
No activity file was given, so power comes from the tool's default toggle rates.
